==> /design/flow/design.v <==
module datapath (
  input clk, 
  input reset_n, 
  input data_ready, 
  input  signed [7:0] data_in, 
  output signed [7:0] data_filtered,
  output filtered_ready,
  input cic_en,
  input fir_en,
  input clr_cic,
  input signed [7:0] coef0,
  input signed [7:0] coef1,
  input signed [7:0] coef2,
  input signed [7:0] div,
  input signed [1:0] decimation_ratio
);
  wire signed [7:0] data_cic;
  wire cic_ready;
  cic cic_u(.clk(clk), .resetn(reset_n), .clear(clr_cic), .enable(cic_en),	 
            .data_in_ready(data_ready), .data_in(data_in), .filter_dec_factor(decimation_ratio),   
            .data_out_ready(cic_ready), .data_out(data_cic)                  
            );
  fir fir_u(.clk(clk), .reset_n(reset_n), .enable(fir_en),                   
            .in_ready(cic_ready), .data_in(data_cic),                        
            .coef0(coef0), .coef1(coef1), .coef2(coef2), 
            .div(div),
            .data_out(data_filtered), .out_ready(filtered_ready)             
           );
endmodule
module cic #(
	parameter ORDER = 3,
	parameter MIN_DEC_RATE = 1,
	parameter MAX_DEC_RATE = 8,
	parameter INPUT_WIDTH = 8,
	parameter INPUT_FRAC_WIDTH = 7,
	parameter OUTPUT_WIDTH = 8,
	parameter OUTPUT_FRAC_WIDTH = 7
)
(
	input resetn,
	input clk,
	input clear,
	input enable,
    input signed [INPUT_WIDTH-1:0] data_in,	 
	input data_in_ready,
	input [$clog2($clog2(MAX_DEC_RATE+1))-1:0] filter_dec_factor,
	output reg data_out_ready,
	output reg signed [OUTPUT_WIDTH-1:0] data_out
);
	localparam int FULL_WIDTH = INPUT_WIDTH + 9;
	localparam int INT0_WIDTH = FULL_WIDTH;
	localparam int INT1_WIDTH = FULL_WIDTH;
	localparam int INT2_WIDTH = FULL_WIDTH;
	localparam int COMB1_WIDTH = FULL_WIDTH;
	localparam int COMB2_WIDTH = FULL_WIDTH;
	localparam int TRUNC_LSB = COMB2_WIDTH - (INPUT_WIDTH - INPUT_FRAC_WIDTH) - OUTPUT_FRAC_WIDTH;
	reg signed [INT0_WIDTH-1:0] cic_int_0;
	reg signed [INT1_WIDTH-1:0] cic_int_1;
	reg signed [INT2_WIDTH-1:0] cic_int_2;
	reg signed [COMB1_WIDTH-1:0] cic_comb_1;
	reg signed [COMB2_WIDTH-1:0] cic_comb_2;
	logic signed [COMB1_WIDTH-1:0] cic_comb_out_1;
	logic signed [COMB2_WIDTH-1:0] cic_comb_out_2;
	reg [$clog2(MAX_DEC_RATE)-1:0] cic_dec_factor_counter;
	logic signed [OUTPUT_WIDTH-1:0] truncated_data_out;
	always_comb begin
		cic_comb_out_1 = cic_int_2 - cic_comb_1;
		cic_comb_out_2 = cic_comb_out_1 - cic_comb_2;
		truncated_data_out = cic_comb_out_2[(OUTPUT_WIDTH-1)+TRUNC_LSB:TRUNC_LSB];
		truncated_data_out += $unsigned(cic_comb_out_2[TRUNC_LSB-1]);
	end
	always_ff @(posedge clk, negedge resetn) begin
		if(!resetn) begin
			cic_dec_factor_counter <= 'd0;
			data_out_ready <= 1'b0;
			data_out <= 'sd0;
			cic_int_0 <= 'sd0;
			cic_int_1 <= 'sd0;
			cic_int_2 <= 'sd0;
			cic_comb_1 <= 'sd0;
			cic_comb_2 <= 'sd0;
		end else if(clear) begin
			cic_dec_factor_counter <= 'd0;
			data_out_ready <= 1'b0;
			data_out <= 'sd0;
			cic_int_0 <= 'sd0;
			cic_int_1 <= 'sd0;
			cic_int_2 <= 'sd0;
			cic_comb_1 <= 'sd0;
			cic_comb_2 <= 'sd0;
		end else if(enable) begin
			data_out_ready <= 1'b0;
			if(data_in_ready) begin
				case(filter_dec_factor)
					0: cic_int_0 <= cic_int_0 + (data_in <<< 9);
					1: cic_int_0 <= cic_int_0 + (data_in <<< 6);
					2: cic_int_0 <= cic_int_0 + (data_in <<< 3);
					default: cic_int_0 <= cic_int_0 + data_in;
				endcase
				cic_int_1 <= cic_int_1 + cic_int_0;
				cic_int_2 <= cic_int_2 + cic_int_1;
				if(cic_dec_factor_counter == (2**filter_dec_factor-1)) begin
					cic_dec_factor_counter <= 'd0;
					cic_comb_1 <= cic_int_2;
					cic_comb_2 <= cic_comb_out_1;
					cic_int_2 <= cic_int_1;
					data_out_ready <= 1'b1;
					data_out <= truncated_data_out;
				end else begin
					cic_dec_factor_counter <= cic_dec_factor_counter + 1'b1;
				end
			end
		end
	end
endmodule
module fir  #(parameter WIDTH = 8)(
  input clk,
  input reset_n,
  input enable,
  input                          in_ready, 
  input  signed [WIDTH-1:0]      data_in, 
  output reg signed [WIDTH-1:0]  data_out,
  output reg                     out_ready,
  input  signed [WIDTH-1:0]      coef0,
  input  signed [WIDTH-1:0]      coef1,
  input  signed [WIDTH-1:0]      coef2,
  input  signed [WIDTH-1:0]       div
);
  localparam ACCUM_WIDTH      = WIDTH+WIDTH+WIDTH+2;    
  localparam ACCUM_FRAC_WIDTH = (WIDTH-1)+(WIDTH-1)+(WIDTH-1);
  reg [WIDTH-1:0] data_in_reg[0:1];         
  logic signed [ACCUM_WIDTH-1:0] accum_data;
  always_comb begin
    if(enable && in_ready) begin
      accum_data <= coef0 * data_in + coef1 * data_in_reg[0] + coef2 * data_in_reg[1];
    end
    else begin
      accum_data <= 'sd0;
    end
  end
  always @(posedge clk, negedge reset_n) begin
    if(!reset_n) begin
      data_in_reg[0] <= 0;
      data_in_reg[1] <= 0;
      data_out <= 'd0;
      out_ready <= 1'b0;
    end else if(enable && in_ready) begin
      data_in_reg[1] <= data_in_reg[0];
      data_in_reg[0] <= data_in;
      data_out <= accum_data >>> div;
      out_ready <= 1'b1;
    end else if(!enable) begin
      data_in_reg[0] <= 0;
      data_in_reg[1] <= 0;
      data_out <= 'd0;
      out_ready <= 1'b0;
    end else begin
    end
  end
endmodule : fir
==> /design/flow/run.sh <==
#!/bin/bash
# OpenROAD 26Q1-2900-gdf79404cd8, Yosys 0.63+post, stock flow scripts
make -C /OpenROAD-flow-scripts/flow DESIGN_CONFIG=/design/flow/config.mk WORK_HOME=/design/flow/orfs finish
==> /design/flow/config.mk <==
export PLATFORM = sky130hd
export DESIGN_NAME = datapath
export DESIGN_NICKNAME = datapath
export VERILOG_FILES = /design/flow/design.v
export SDC_FILE = /design/flow/constraint.sdc
export NUM_CORES = 4
export LEC_CHECK = 1
export CORE_UTILIZATION = 30
==> /design/flow/constraint.sdc <==
current_design datapath

set clk_period 13.3
set clk_io_pct 0.2

create_clock -name clk0 -period $clk_period [get_ports {clk}]

set non_clock_inputs [all_inputs -no_clocks]
set_input_delay [expr $clk_period * $clk_io_pct] -clock clk0 $non_clock_inputs
set_output_delay [expr $clk_period * $clk_io_pct] -clock clk0 [all_outputs]
==> job_summary.md <==
### Yosys + OpenROAD results

| Metric | Value |
|---|---|
| Synth top area cells | `dfrtp_1 (17%), ha_1 (16%), fa_1 (15%)` |
| PostCTS Resize Cnt | `0` |
| Synth top cells by count | `inv_1 (275), nand2_1 (230), ha_1 (227), fa_1 (132), a21oi_1 (125)` |
| GR Overflow Total | `0` |
| Utilization after layout | `0.3403` |
| First-iteration detailed-routing DRC count | `about 690` |
| Setup CP Type | `input pin to flop` |
| Post-placement cell count | `~2,900` |
| Synth warn | `3` |
| Max Clk Rate | `between 0.1 and 0.15 GHz` |
| Unrepaired setup endpoints after global routing | `no` |
| Global Route Usage Sum | `0.1490` |
| Final worst setup slack | `~3700 ps` |
| P per Cell Area | `roughly 66 nW/um2` |
| Fin. Hold Viols | `0` |
| Post-synth ARST share | `1.000` |
| Slew headroom | `0.4843` |
| Post-Synthesis Cells | `between 2,000 and 2,500` |
| Setup TNS | `0 ps` |
| Die width | `approximately 240 um` |
| Core Region | `a little under 60,000 um2` |
| CTS clk-pin slew, worst paths | `roughly 60 ps` |
| Vias per inst | `4.984` |
| Register area share after synthesis | `0.1727` |
| Row cnt | `88` |
| Max_cap viols | `0` |
| Post-CTS Setup Bufs | `0` |
| Cell total in the yosys stat output | `roughly 2,100` |
| Cell family with most CP delay | `adder cells` |
| Final std cells w/o fill | `between 2,000 and 3,000` |
| Most common cell in the netlist | `inv_1` |
| Measured slew at the worst slew-check pin | `~760 ps` |
| TritonCTS clock tree | `done` |
| WP buf/inv | `6` |
| RePlAce Congestion | `just over 0.9` |
| Late-Pin Clk Latency | `~420 ps` |
| Status | `finished clean` |
| Num Clock Sinks | `around 120` |
| Top cell area share | `0.1727` |
| Dominant flop cell | `dfrtp_1` |
| Total CTS buffers | `17` |
| Initial antenna violation count | `1` |
| Final setup skew | `around 13 ps` |
| Post-detailed-route count of antenna-violating nets | `0` |
| Slowest cell on crit path | `clkdlybuf4s50_1` |
| Cell Type Count | `between 80 and 90` |
| Root Driver | `clkbuf_16` |
| Part of the cycle the worst path needs | `0.7246` |
| Per-cell routed wire length | `about 14 um` |
| Share of layout cells above drive strength 1 | `0.03610` |
| DRC | `0` |
| Final setup fails | `0` |
| Critical Path Source Type | `input pin` |
| Synthesized area | `around 18,000 um2` |
| Synthesis area per yosys | `roughly 18,000 um2` |
| Worst Hold Class | `flop to flop` |
| DIE AREA | `~60,000 um2` |
| EDFF count, synth | `0` |
| Placement Setup Slack | `between 3000 and 4000 ps` |
| Final wirelength | `approximately 42,000 um` |
| Syn Area/Cell | `8.409 um2` |
| Period minus WS final | `around 9600 ps` |
| Die height | `244.7 um` |
| Most repeated library cell on the critical path | `inv_1` |
| Tool warning count | `25` |
| Slew Limit Fails | `0` |
| First-pass GRT wire length | `71,660 um` |
| Pleak | `about 0.0094 uW` |
| WP data required | `approximately 14,000 ps` |
| Worst path max stage delay | `about 650 ps` |
| Port buffer count | `between 50 and 60` |
| Vias in the first global route | `around 14,000` |
| IO Pins | `57` |
| Cts hold-fix bufs | `0` |
| CP Capture Type | `flop` |
| WHS | `about 490 ps` |
| H-Tree Depth | `4` |
| Antenna cells | `0` |
| Vias | `roughly 14,000` |
| DP HPWL | `between 30,000 and 40,000 um` |
| Crit path max fanout | `8` |
| Arrival time worst endpoint | `9940 ps` |
| Drt first pass iters | `5` |
| Area leader, netlist | `dfrtp_1` |
| Fp util | `0.3052` |
| Longest Clk Path Bufs | `2` |
| #FFs+latches synth | `between 100 and 150` |
| VDD IR max | `roughly 0.09 mV` |
| Largest net degree at the start of global routing | `about 50` |
| Area grow syn2layout | `11.52%` |
[metrics by stage]
stage / total power [uW] / instance area [um2]
2_1_floorplan: 667.2 / 17680
5_1_grt: 1376 / 19710
4_1_cts: 1313 / 19710
3_3_place_gp: 760.8 / 19030
3_5_place_dp: 765.9 / 19030
6_report: 1298 / 19710
[layout make-up]
cell class	count	area, um2
Sequential cell	122	3053
Timing Repair Buffer	72	681.9
Fill cell	5838	38200
Clock inverter	10	185.2
Inverter	276	1036
Multi-Input combinational cell	1631	13300
Tap cell	765	957.2
Clock buffer	22	494.2
[power breakdown]
part           internal [uW]  switching, uW
clock network            358            180
logic                    155            209
registers                380           14.9
total                    894            404
[cells by family after synthesis]
| family | synth area share |
|---|---|
| buffers and inverters | 0.07489 |
| xor gates and xnor gates | 0.06342 |
| DFF | 0.1727 |
| adders and majority gates | 0.3102 |
| muxes | 0.02909 |
| and+or+nand+nor | 0.1755 |
| AOI/OAI and AO/OA | 0.1742 |
[per-layer routing]
layer / up-vias / global-route usage / routed length, um
met5: - / 0 / 13
met4: 2 / 0.02059 / 616
met3: 30 / 0.03003 / 1953
met2: 285 / 0.2489 / 19890
met1: 6899 / 0.2065 / 19230
li1: 7229 / - / -
[placed cells by master, fill, tap and decap left out, types with 17 or more instances in the layout]
cell type and n:
o21ai_0 84, fa_1 132, xor2_1 43, nor3_1 40, a21oi_1 125, o21bai_1 23, dfrtp_1 122, nor2b_1 37
mux2i_1 39, and2_1 99, a211oi_1 25, clkdlybuf4s50_1 55, a21o_1 34, xnor2_1 85, clkbuf_16 17, a22o_1 36
ha_1 227, o211ai_1 17, nor2_1 103, nand2_1 230, inv_1 275, nand3_1 43
[worst paths after layout]
path	slack (ps)	cells after the start	startpoint	end
max	3660	31	coef1[2]	fir_u.data_out[5]
min	490	1	fir_u.out_ready	fir_u.out_ready
max reg2reg	5970	30	fir_u.data_in_reg[0][2]	fir_u.data_out[5]
min reg2reg	490	1	fir_u.out_ready	fir_u.out_ready
max in group asynchronous	9660	3	reset_n	cic_u.cic_comb_1[6]
min in group asynchronous	2150	1	reset_n	cic_u.cic_int_0[8]
No activity file was given, so power comes from the tool's default toggle rates.
